==> ./design.v <==
module clk_sel(
									input pclk,
									input presetn,
									input [1:0] sel,
									output reg clk_out
								);
	reg 	q1, q2, q3, q4;
	wire 	clk_div_2, clk_div_4, clk_div_8, clk_div_16;
	always @(posedge pclk, negedge presetn) begin
		if (~presetn)
			q1 <= 1'b0;
		else
			q1 <= ~q1;
	end
	always @(posedge clk_div_2, negedge presetn) begin
		if (~presetn)
			q2 <= 1'b0;
		else
			q2 <= ~q2;
	end
	always @(posedge clk_div_4, negedge presetn) begin
		if (~presetn)
			q3 <= 1'b0;
		else
			q3 <= ~q3;
	end
	always @(posedge clk_div_8, negedge presetn) begin
		if (~presetn)
			q4 <= 1'b0;
		else
			q4 <= ~q4;
	end
	assign clk_div_2 = ~q1;
	assign clk_div_4 = ~q2;
	assign clk_div_8 = ~q3;
	assign clk_div_16= ~q4;
	always @(clk_div_2, clk_div_4, clk_div_8, clk_div_16) begin
		case (sel)
			2'b00:      clk_out = clk_div_2;
			2'b01:      clk_out = clk_div_4;
			2'b10:      clk_out = clk_div_8;
			2'b11:      clk_out = clk_div_16;
		    default:    clk_out = 1'bX;
		endcase
	end
endmodule
module control_logic(
	input 				pclk,
	input 				presetn,
	input 	[7:0]       cnt,
	input 	[7:0]       tdr,
	input 	[7:0]       tcr,
	input 	[1:0]       trig_clr,
	output 	[1:0]       clk_sel,
	output 				en,
	output 				load,
	output 	[7:0]       ld_val,
	output 				dw,
	output 	reg		    udf_trig,
	output 	reg		    ovf_trig
								);
	reg			[7:0] last_cnt;
	always @(posedge pclk, negedge presetn) begin
		if (~presetn) begin
			last_cnt <= 8'd0;
		end
		else begin
			last_cnt <= cnt;
		end
	end
	assign 		ld_val 	= tdr;
	assign 		load 		= tcr[7];
	assign 		dw			= tcr[5];
	assign 		en			= tcr[4];
	assign 		clk_sel     = tcr[1:0];
	always @(posedge pclk, negedge presetn) begin
		if (~presetn) begin
			udf_trig <= 1'b0;
		end
		else begin
			if (trig_clr[1])begin
				udf_trig <= 1'b0;
			end
			else if ((cnt == 8'hff) && (last_cnt == 8'd0) && (dw == 1'b1) && (en == 1'b1) && (load == 1'b0)) begin
				udf_trig <= 1'b1;
			end
			else begin
				udf_trig <= udf_trig;
			end
		end
	end
	always @(posedge pclk, negedge presetn) begin
		if (~presetn) begin
			ovf_trig <= 1'b0;
		end
		else begin
			if (trig_clr[0]) begin
				ovf_trig <= 1'b0;
			end
			else if ((cnt == 8'h00) && (last_cnt == 8'hff) && (dw == 1'b0) && (en == 1'b1) && (load == 1'b0)) begin
				ovf_trig <= 1'b1;
			end
			else begin
				ovf_trig <= ovf_trig;
			end
		end
	end
endmodule
`timescale 1ns/1ps
module register_control (
	input 			 	pclk,
	input 			 	presetn,
	input 			 	psel,
	input 			 	pwrite,
	input 	 		 	penable,
	input  [7:0] 		paddr,
	input  [7:0] 		pwdata,
	output reg [7:0] 	prdata,
	output reg   		pready,
	output reg			pslverr,
	output reg [7:0] 	tdr,
	output reg [7:0] 	tcr,
	output reg [1:0] 	trig_clr,
	input 						udf_trig,
	input 						ovf_trig
												);
	reg [1:0] count;
	reg [2:0] reg_sel;
	wire write_en, read_en;
	reg  	s_tmr_udf;
	reg  	s_tmr_ovf;
		always @(paddr) begin
		case(paddr)
			8'h00: reg_sel= 3'b001;
			8'h01: reg_sel= 3'b010;
			8'h02: reg_sel= 3'b100;
			default: reg_sel=3'b000;
		endcase
	end
		always @(posedge pclk or negedge presetn) begin
		if(~presetn) begin
			pslverr <= 1'b0;
		end
		else if (reg_sel == 8'd0) begin
			pslverr <= 1'b1;
		end
		else begin
			pslverr <= 1'b0;
		end
	end
		always @(posedge pclk or negedge presetn) begin
		if(~presetn) begin
			pready <= 1'b0;
			count  <= 2'b0;
		end
		else if(psel && penable && count == 2'b00) begin
			#1;
			pready <= 1'b0;
		end	 
		else if(psel) begin
			if(count == 2) begin
				count  <= 2'b00;
				#1;
				pready <= 1'b1;
			end	 
			else begin
				count <= count+ 1;
			end	 
		end
		else begin
			pready <= 1'b0;
		end
	end
	assign write_en = psel & penable & pready & pwrite;
	assign read_en  = psel & penable & pready & ~pwrite;
	always @(*) begin 
			if (read_en) begin
				case (reg_sel)
					3'b001 : prdata = tdr;
					3'b010 : prdata = tcr;
					3'b100 : prdata = {6'd0 , s_tmr_udf , s_tmr_ovf};
					default: prdata = 8'd0;
				endcase
			end
			else begin
				prdata <= prdata;
			end
		end
	always @(posedge pclk, negedge presetn) begin
		if(~presetn) begin
			tdr <= 8'd0;
		end
		else if(write_en && reg_sel[0]) begin
			tdr <= pwdata;
		end
		else begin
			tdr <= tdr;
		end
	end
	always @(posedge pclk, negedge presetn) begin
		if(~presetn) begin
			tcr <= 8'd0;
		end
		else if(write_en && reg_sel[1]) begin
			tcr[7]	 <= pwdata[7];
			tcr[5]	 <= pwdata[5];
			tcr[4] 	 <= pwdata[4];
			tcr[1:0] <= pwdata[1:0];
		end
		else begin
			tcr <= tcr;
		end
	end
	always @(posedge pclk, negedge presetn) begin
		if (~presetn) begin
			trig_clr[1] 	<= 1'b0;
			s_tmr_udf 		<= 1'b0;
		end
		else begin
			if ((write_en && reg_sel[2]) && (pwdata[1] == 1'b0)) begin
				s_tmr_udf 	<= pwdata[1];
				trig_clr[1] <= 1'b0;
			end
			else begin
				if (udf_trig) begin
					s_tmr_udf 	<= 1'b1;
					trig_clr[1] <= 1'b1;
				end
				else begin
					s_tmr_udf  	<= s_tmr_udf;
					trig_clr[1] <= trig_clr[1];
				end
			end
		end
	end
	always @(posedge pclk, negedge presetn) begin
		if (~presetn) begin
			trig_clr[0] 	<= 1'b0;
			s_tmr_ovf 		<= 1'b0;
		end
		else begin
			if ((write_en && reg_sel[2]) && (pwdata[0] == 1'b0)) begin
				s_tmr_ovf 	<= pwdata[0];
				trig_clr[0] <= 1'b0;
			end
			else begin
				if (ovf_trig) begin
					s_tmr_ovf 	<= 1'b1;
					trig_clr[0] <= 1'b1;
				end
				else begin
					s_tmr_ovf  	<= s_tmr_ovf;
					trig_clr[0] <= trig_clr[0];
				end
			end
		end
	end
endmodule
module timer_8bit(
	input									pclk,
	input									presetn,
	input 								psel,
	input									penable,
	input									pwrite,
	input				[7:0]			paddr,
	input 			[7:0]			pwdata,
	output wire	[7:0] 		prdata,
	output wire						pready,
	output wire						pslverr
);
	wire	[1:0]						cks;
	wire									clk_cnt;
	wire									en, load, dw;
	wire	[7:0]						ld_val, cnt;
	wire 	[1:0]						trig_clr;
	wire									udf_trig, ovf_trig;
	wire	[7:0]						tdr, tcr;
	clk_sel clk_rst_gen(
		.pclk				(pclk),
		.presetn    (presetn),
		.sel				(cks),
		.clk_out		(clk_cnt)
	);
	timer_counter counter(
		.pclk				(pclk),
    .presetn		(presetn),
    .clk_int		(clk_cnt),
    .en					(en),
    .load				(load),
    .ld_val			(ld_val),
    .dw					(dw),
    .cnt_out		(cnt)
	);
	control_logic timer_control(
		.pclk				(pclk),
    .presetn		(presetn),
    .cnt				(cnt),
    .tdr				(tdr),
    .tcr				(tcr),
    .trig_clr		(trig_clr),
    .clk_sel		(cks),
    .en					(en),
    .load				(load),
    .ld_val			(ld_val),
    .dw					(dw),
    .udf_trig		(udf_trig),
    .ovf_trig		(ovf_trig)
	);
	register_control timer_register(
		.pclk				(pclk),
    .presetn		(presetn),
    .psel				(psel),
    .pwrite			(pwrite),
    .penable		(penable),
    .paddr			(paddr),
    .pwdata			(pwdata),
    .prdata			(prdata),
    .pready			(pready),
    .pslverr		(pslverr),
    .tdr				(tdr),
    .tcr				(tcr),
    .trig_clr		(trig_clr),         
    .udf_trig		(udf_trig),
    .ovf_trig		(ovf_trig)
	);
endmodule
module timer_counter(
											input  			 pclk,
											input  			 presetn,
											input  			 clk_int,
											input  			 en,
											input  			 load,
											input  [7:0] ld_val,
											input  			 dw,
											output [7:0] cnt_out
										);
	reg [7:0] count;
	reg last_clk_int;
	wire pos_clk_int;
	always @(posedge pclk, negedge presetn) begin
		if (~presetn) begin
			last_clk_int <= 1'b0;
		end
		else begin
			last_clk_int <= clk_int;
		end
	end
	assign pos_clk_int = ~last_clk_int & clk_int;
	always @(posedge pclk, negedge presetn) begin
		if (~presetn) begin
			count <= 8'd0;
		end
		else begin
			if (load) begin
				count <= ld_val;
			end
			else begin
				if (~en) begin
					count <= count;
				end
				else begin
					if (~pos_clk_int) begin
						count <= count;
					end
					else begin
						if (~dw) begin
							count <= count + 1;
						end
						else begin
							count <= count - 1;
						end
					end
				end
			end
		end
	end
	assign cnt_out = count;
endmodule
==> ./run.sh <==
#!/bin/bash
# OpenROAD 26Q1-2900-gdf79404cd8, Yosys 0.63+post, stock flow scripts
make -C /OpenROAD-flow-scripts/flow DESIGN_CONFIG=/design/flow/config.mk WORK_HOME=/design/flow/orfs finish
==> ./config.mk <==
export PLATFORM = sky130hd
export DESIGN_NAME = timer_8bit
export DESIGN_NICKNAME = timer_8bit
export VERILOG_FILES = /design/flow/design.v
export SDC_FILE = /design/flow/constraint.sdc
export NUM_CORES = 4
export LEC_CHECK = 1
export CORE_UTILIZATION = 30
==> ./constraint.sdc <==
current_design timer_8bit

set clk_period 2.6
set clk_io_pct 0.2

create_clock -name clk0 -period $clk_period [get_ports {pclk}]

set non_clock_inputs [all_inputs -no_clocks]
set_input_delay [expr $clk_period * $clk_io_pct] -clock clk0 $non_clock_inputs
set_output_delay [expr $clk_period * $clk_io_pct] -clock clk0 [all_outputs]
==> ci_impl_report.md <==
## Implementation flow summary

| Metric | Value |
|---|---|
| Top cells excl fill/tap | `dfrtp_1 (39), clkdlybuf4s50_1 (29), nor2_1 (20), inv_1 (15), mux2_2 (13)` |
| Synthesis-to-finish area growth | `24.4%` |
| Internal | `0.902 mW` |
| Row count | `30` |
| Deepest clock path buffer count | `2` |
| Hpwl dp | `3.46 mm` |
| Worst Hold Class | `in2async` |
| Endpoints left unconstrained | `19` |
| Ys flops | `50` |
| Crit path DAT | `2450 ps` |
| Grt met2 use | `20.3%` |
| Crit-path cells | `clkdlybuf4s50_1, nor4_2, nand2_1, or2_1, nor4_4, mux2_2` |
| Register pins left without a clock | `11` |
| Layout cells sized above 1 | `13.3%` |
| H-tree Lvls | `2` |
| Max Clock Freq | `441 MHz` |
| Kind of end point of the critical path | `flop` |
| Fin crit period | `2270 ps` |
| Routed vias | `1571` |
| Worst setup skew after layout | `6.15 ps` |
| Slew headroom | `62.1%` |
| Final period util | `87.3%` |
| CTS Hold Bufs | `0` |
| Number of enable flip-flop cells | `0` |
| Die Wd | `87.0 microns` |
| Unrepaired setup endpoints after global routing | `no` |
| P_leak | `1.16 nW` |
| Global-route wire length before repair | `7.57 mm` |
| Register share of total power | `54.7%` |
| Total GRT Usage | `13.4%` |
| Cell family with most CP delay | `simple AND/OR/NAND/NOR gates` |
| Avg Synthesized Cell Area | `11.1 sq um` |
| Worst Path Class, Setup | `in2reg` |
| Root buf cell | `clkbuf_8` |
| DRC violations left | `0` |
| # setup viols final | `0` |
| Largest stage delay on the critical path | `410 ps` |
| Final Hold Viols | `0` |
| Slew Viols, Final | `0` |
| Biggest area cells | `dfrtp_1 (45%), mux2_2 (6.7%), dlxtp_1 (5.5%), dfrtn_1 (3.5%), ha_1 (3.5%)` |
| DR pass1 iterations | `4` |
| Initial DRC Count | `77` |
| Detailed Route WL | `4.49 mm` |
| Met1 Use GR | `21.3%` |
| Placer congestion estimate | `0.831` |
| Maximum vdd drop | `160 uV` |
| Worst skew pair latency | `290 ps` |
| DRT antenna net count | `0` |
| Share of synthesized registers carrying an async set or reset | `84.0%` |
| GR peak layer | `met1` |
| Primary FF master, synth | `dfrtp_1` |
| Status | `finished, final reports clean` |
| Drt wl/cell | `13.6 microns` |
| Antenna cells | `0` |
| Setup Fix Bufs, Post-CTS | `0` |
| Vias in the first global route | `1478` |
| Switching share of power | `21.1%` |
| CTS tree | `done` |
| Worst-path clk slew | `70 ps` |
| Worst endpoint required time | `2780 ps` |
| I/O pins | `31` |
| Total power | `1.14 mW` |
| Crit path buffers/inverters | `1` |
| Unique cell types | `42` |
| Max Cap Viol | `0` |
| CP Max Fanout | `5` |
| Crit-path slowest cell | `clkdlybuf4s50_1` |
| Die Size | `7580 sq um` |
| Die H | `87.0 microns` |
| Largest area contributor in the netlist | `dfrtp_1` |
| Synthesis Warnings | `4` |
| Comb pwr share | `7.1%` |
| TNS Setup | `0 ps` |
| Num CTS Buffers | `5` |
| Mapped cell area | `2170 sq um` |
| IO buf count | `30` |
| Switching power | `0.242 mW` |
| Yosys stat area | `2170 sq um` |
| Area leader share | `45.0%` |
| Clk network pwr share | `38.2%` |
| Final Instance Area | `2700 sq um` |
| Final setup margin | `330 ps` |
| Initial antenna violation count | `0` |
| Final std cells w/o fill | `329` |
| Slew @ Worst Pin | `568 ps` |
| Number of standard cells reported by yosys | `195` |
| Area of placed instances | `2600 sq um` |
| Placed instance count | `321` |
| Count of tool warnings | `25` |
| Fillers | `673` |
| Total core area | `6910 sq um` |
| Most numerous logic cell after layout | `dfrtp_1` |
| Total grt overflow | `0` |
| CP Launch Type | `input port` |
| Init Core Util | `31.4%` |
| Pin count of the biggest net entering global routing | `24` |
| Pre-CTS setup slack | `3.98 ps` |
| Post_cts resized | `0` |
| Vias/cell | `4.78` |
| P per Cell Area | `424 nW/um^2` |
| Synth Instances | `195` |
| Met3 GRT Util | `2.60%` |
state kept, by name, indices dropped and copies added (netlist names):
name                      cells
timer_control.last_cnt        8
timer_register.pready         1
clk_rst_gen.q2                1
timer_register.pslverr        1
timer_register.count          2
clk_rst_gen.q3                1
clk_rst_gen.q4                1
counter.last_clk_int          1
timer_control.udf_trig        1
timer_register.tdr            8
timer_control.ovf_trig        1
timer_register.trig_clr       1
timer_register.s_tmr_ovf      1
timer_register.tcr            5
timer_register.prdata         8
counter.count                 8
clk_rst_gen.q1                1
per-layer routing:
layer	up-vias	wire length [microns]
met1	747	2190
met3	7	256
li1	774	-
met4	0	73
met2	43	1970
met5	-	0
Yosys cell counts, types with 2 or more instances:
cell	count
dfrtp_1	39
nor2_1	20
inv_1	15
mux2_2	13
nand2_1	11
dlxtp_1	8
mux2i_1	7
a21oi_1	6
ha_1	6
o21ai_0	6
a221o_1	5
nand3_1	5
clkbuf_1	4
nor3_1	4
nor3b_1	4
nor4_1	4
a211oi_1	3
dfrtn_1	3
nand4_1	3
a21o_1	2
nor2b_1	2
o21a_1	2
o22a_1	2
o311ai_0	2
xnor2_1	2
cell type report:
| class | count | area [sq um] | share of cell area [%] |
|---|---|---|---|
| Sequential cell | 50 | 1170 | 43.4 |
| Multi-Input combinational cell | 124 | 911 | 33.8 |
| Timing Repair Buffer | 36 | 340 | 12.6 |
| Tap cell | 96 | 120 | 4.45 |
| Clock buffer | 8 | 100 | 3.71 |
| Inverter | 15 | 56.3 | 2.09 |
kinds of logic (layout without fill, tap and decap cells):
| kind of cell | count (synthesis) | after routing | share of synthesized area (%) |
|---|---|---|---|
| AND-OR/OR-AND | 33 | 33 | 10.9 |
| XOR/XNOR | 2 | 2 | 0.808 |
| adder cells (fa/ha/maj) | 7 | 7 | 4.38 |
| buffers and inverters | 21 | 59 | 4.04 |
| flip-flops | 42 | 42 | 48.4 |
| latches | 8 | 8 | 5.54 |
| multiplexers | 21 | 21 | 11.0 |
| AND/OR/NAND/NOR | 61 | 61 | 14.9 |
stage by stage:
stage,hold WS [ps],util [%]
after floorplan,224,-
after global placement,438,37.6
after detailed placement,438,37.6
after CTS,182,39.1
after global routing,205,39.1
final,170,39.1
power by group through the flow:
stage	Clock, mW	Sequential (mW)	Combinational, mW
after CTS	0.448	0.626	0.0830
after global routing	0.480	0.627	0.0913
final	0.437	0.626	0.0811
worst paths after layout:
kind	startpoint	end	slack [ps]	cells after the start
worst max register to register	timer_register.tcr[5]$_DFFE_PN0P_	counter.count[6]$_DFFE_PN0P_	480	8
worst min-delay path	presetn	timer_register.pslverr$_DFF_PN0_	170	1
max in group asynchronous	presetn	timer_control.udf_trig$_DFFE_PN0P_	1770	2
worst max-delay path	paddr[5]	timer_register.tcr[5]$_DFFE_PN0P_	330	6
worst min register to register	clk_rst_gen.q1$_DFF_PN0_	clk_rst_gen.q1$_DFF_PN0_	450	1
min in group clk0	clk_rst_gen.q1$_DFF_PN0_	clk_rst_gen.q1$_DFF_PN0_	450	1
Power figures rest on the tool's default switching activity, not on a simulated workload.
